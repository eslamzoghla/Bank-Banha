**flow/run.sh**
```bash
#!/bin/bash
# OpenROAD 26Q1-2900-gdf79404cd8, Yosys 0.63+post, stock flow scripts
make -C /OpenROAD-flow-scripts/flow DESIGN_CONFIG=/design/flow/config.mk WORK_HOME=/design/flow/orfs finish
```
**flow/config.mk**
```make
export PLATFORM = sky130hd
export DESIGN_NAME = BBqM
export DESIGN_NICKNAME = BBqM
export VERILOG_FILES = /design/flow/design.v
export SDC_FILE = /design/flow/constraint.sdc
export NUM_CORES = 4
export LEC_CHECK = 1
export CORE_UTILIZATION = 50
```
**flow/constraint.sdc**
```tcl
current_design BBqM

set clk_period 10.1
set clk_io_pct 0.2

create_clock -name clk0 -period $clk_period [get_ports {CLK}]

set non_clock_inputs [all_inputs -no_clocks]
set_input_delay [expr $clk_period * $clk_io_pct] -clock clk0 $non_clock_inputs
set_output_delay [expr $clk_period * $clk_io_pct] -clock clk0 [all_outputs]
```
**flow/design.v**
```verilog
module BBqM(CLK,reset,enter_queue,leave_queue,tcount,full_led,empty_led,alarm,Segement1,Segement2,Segement3);
  input CLK,reset,enter_queue,leave_queue;
  input [1:0]tcount;
  output full_led,empty_led,alarm;
  output [6:0]Segement1;
  output [6:0]Segement2;
  output [6:0]Segement3;
  wire CLK10ms;
  wire Up_flip_flop;
  wire Down_flip_flop;
  wire full_led,empty_led,alarm;
  wire enter_queue,leave_queue;
  wire [2:0] pcount;
  wire [4:0]wtime;
  clock_divider clk_div(CLK,reset,CLK10ms);
  flip_flop upflip(reset,enter_queue,CLK10ms,Up_flip_flop);
  flip_flop downflip(reset,leave_queue,CLK10ms,Down_flip_flop);
  UpDownCounter_FSM updowncount(CLK10ms,reset,Up_flip_flop,Down_flip_flop,pcount);
  Flags led_flag(CLK10ms,reset,Up_flip_flop,Down_flip_flop,pcount,full_led,empty_led,alarm);
  Rom rom(.addr({tcount,pcount[2:0]}),.wtime(wtime));
  all_in_one_display display(pcount,wtime,Segement1,Segement2,Segement3);
endmodule
module Flags(clk,reset,up_count,down_count,pcount,full_flag,empty_flag,alarm);
input clk,reset,up_count,down_count;
input [2:0] pcount;
output empty_flag,full_flag,alarm;
reg full_flag,empty_flag,alarm;
always @(posedge clk,posedge reset)
  begin
    if(reset ) 
    begin
      empty_flag <= 1;
      full_flag <= 0;
      alarm <= 0;
    end
    else if(up_count && pcount == 7) 
    begin
       empty_flag <=0;
       full_flag <= 1;
       alarm <= 1;
    end
    else if( pcount == 7 && ~(up_count) )  
    begin
      empty_flag <= 0;
      full_flag <= 1;
      alarm <= 0; 
    end
    else if( pcount ==0 && down_count ) 
    begin
        empty_flag <=1;
        full_flag <=0;
        alarm <=1;
    end
    else if( pcount == 0 && ~( down_count ) ) 
    begin
        empty_flag <= 1;
        full_flag <= 0;
        alarm <= 0;
    end
    else
    begin
        empty_flag <= 0;
        full_flag <= 0;
        alarm <= 0;
    end
  end
endmodule
module Rom(addr,wtime);
  input [4:0]addr;
  output [4:0]wtime;
  reg [4:0]  rom [0:31];
  always@(*)
  begin  
    case(addr)
    5'b01000 : rom[addr]<=5'b00000; 
    5'b01001 : rom[addr]<=5'b00011; 
    5'b01010 : rom[addr]<=5'b00110; 
    5'b01011 : rom[addr]<=5'b01001; 
    5'b01100 : rom[addr]<=5'b01100; 
    5'b01101 : rom[addr]<=5'b01111; 
    5'b01110 : rom[addr]<=5'b10010; 
    5'b01111 : rom[addr]<=5'b10101; 
    5'b10000 : rom[addr]<=5'b00000; 
    5'b10001 : rom[addr]<=5'b00011; 
    5'b10010 : rom[addr]<=5'b00101; 
    5'b10011 : rom[addr]<=5'b00110; 
    5'b10100 : rom[addr]<=5'b01000; 
    5'b10101 : rom[addr]<=5'b01001; 
    5'b10110 : rom[addr]<=5'b01011; 
    5'b10111 : rom[addr]<=5'b01100; 
    5'b11000 : rom[addr]<=5'b00000; 
    5'b11001 : rom[addr]<=5'b00011; 
    5'b11010 : rom[addr]<=5'b00100; 
    5'b11011 : rom[addr]<=5'b00101; 
    5'b11100 : rom[addr]<=5'b00110; 
    5'b11101 : rom[addr]<=5'b00111; 
    5'b11110 : rom[addr]<=5'b01000; 
    5'b11111 : rom[addr]<=5'b01001; 
    default : rom[addr]<=5'b00000; 
   endcase  
  end 
      assign wtime =rom[addr];
endmodule
module UpDownCounter_FSM(clk,reset,PUSH_UP,PUSH_DOWN,pcount);
  input clk,reset,PUSH_UP,PUSH_DOWN;
  output reg[2:0]pcount;
  always @(posedge clk or posedge reset)
  begin 
    if(reset) 
    begin
     pcount <= 0;
    end
    else if ( PUSH_UP ) 
    begin
      if( pcount == 7 ) 
      pcount <= pcount;
      else
      pcount <= pcount + 1;
    end 
    else if( PUSH_DOWN ) 
    begin
      if(pcount == 0) 
      pcount <= pcount;
      else
      pcount <= pcount-1;
    end   
      end
endmodule
module all_in_one_display(pcount,wtime,Segement1,Segement2,Segement3);
  input [3:0]pcount;
  input [4:0]wtime;
 output [6:0]Segement1;
  output [6:0]Segement2;
  output [6:0]Segement3;
 wire [3:0]digit1 = wtime % 10;
  wire [3:0]digit2 = wtime / 10;
   decoder_7seg Seg_pcount(pcount[3],pcount[2],pcount[1],pcount[0],Segement1[6],Segement1[5],Segement1[4],Segement1[3],Segement1[2],Segement1[1],Segement1[0]);  
  decoder_7seg Seg_wtime1(digit1[3],digit1[2],digit1[1],digit1[0],Segement2[6],Segement2[5],Segement2[4],Segement2[3],Segement2[2],Segement2[1],Segement2[0]);
 decoder_7seg Seg_wtime2(digit2[3],digit2[2],digit2[1],digit2[0],Segement3[6],Segement3[5],Segement3[4],Segement3[3],Segement3[2],Segement3[1],Segement3[0]); 
endmodule
module clock_divider (clk,reset,CLK10ms);
	input clk,reset;
	output reg CLK10ms;
	reg [22:0] count;
	always @(posedge clk or posedge reset)
		begin  
			if(reset)
				begin 
					count<=0;
					CLK10ms<=0;
				end		
			else
				begin  
				if(count < 5_000_000)
					count <= count + 1;
				else 
					begin  
						CLK10ms = ~CLK10ms; 
						count <= 0;
					end  
				 end  
		end  
endmodule
module decoder_7seg (A, B, C, D, led_a, led_b, led_c, led_d, led_e, led_f, led_g);
	input A, B, C, D;
	output led_a, led_b, led_c, led_d, led_e, led_f, led_g;
	assign led_a = ~(A | C | B&D | ~B&~D);
	assign led_b = ~(~B | ~C&~D | C&D);
	assign led_c = ~(B | ~C | D);
	assign led_d = ~(~B&~D | C&~D | B&~C&D | ~B&C |A);
	assign led_e = ~(~B&~D | C&~D);
	assign led_f = ~(A | ~C&~D | B&~C | B&~D);
	assign led_g = ~(A | B&~C | ~B&C | C&~D);
endmodule
module flip_flop (reset,flip_in,clk,flip_out);
	input reset,flip_in,clk;
	output flip_out;
	reg flip_out;
	always @(posedge clk or posedge reset)
		begin
			if(reset)
				flip_out<=0;
			else
				flip_out<=~ flip_in;
		end
endmodule
```
==> ci_impl_report.md <==
## Implementation flow summary

| Metric | Value |
|---|---|
| Outcome | `completed` |
| Static Leak | `3.07 nW` |
| Post-route DRC | `0` |
| Top layer reached by signal wires | `met4` |
| Share of post-route cells with drive strength above 1 | `7.18%` |
| Core ar. | `12800 um2` |
| Critical path arrival | `7.09 ns` |
| Total antenna diodes in the routed design | `0` |
| Headroom to the max-slew limit | `45.6%` |
| Area growth from synthesis to layout | `4.60%` |
| Placement row count | `41` |
| Count of final max-slew check failures | `0` |
| Tool warning count | `26` |
| Power per Cell Area | `47.3 nW/um2` |
| Number of hold buffers added after CTS | `0` |
| Longest individual stage delay on the worst path | `0.89 ns` |
| Max Clock Freq | `110 MHz` |
| Initial antenna violation count | `1` |
| Post-layout min period | `9.11 ns` |
| Number of nets with antenna violations after routing | `0` |
| Pin count of the biggest net entering global routing | `54` |
| Global router's overall resource usage | `27.9%` |
| Reported max-cap violation count | `0` |
| Die height | `117 um` |
| Total standard cell area after synthesis | `6670 um2` |
| Synthesized chip area reported by yosys | `6670 um2` |
| Met2 routed WL | `7860 um` |
| Level count of the clock H-tree | `1` |
| Cell class contributing the biggest share of worst-path delay | `buffers and inverters` |
| Detailed-placement wirelength estimate | `13000 um` |
| Share of the clock period used by the worst path after layout | `90.2%` |
| Number of failing setup endpoints in the final timing report | `0` |
| Total buffers and inverters traversed by the critical path | `4` |
| Hold slack final | `0.487 ns` |
| Count of unclocked register or latch pins | `168` |
| Yosys warning tally | `7` |
| Launching element type of the critical path | `input port` |
| Synth flops | `192` |
| Number of unconstrained endpoints | `178` |
| Data required, critical path | `8.08 ns` |
| Mean routed wirelength per cell | `20.3 um` |
| Total number of vias | `5365` |
| Aggregate global routing overflow | `0` |
| Largest vdd supply drop | `0.000135 V` |
| Clk buf depth | `2` |
| Setup bufs post-CTS | `0` |
| CTS tree | `built` |
| Clock edge transition at the registers on the reported setup and hold paths | `0.06 ns` |
| Root Buffer Master | `sky130_fd_sc_hd__clkbuf_16` |
| Die extent in x | `117 um` |
| FP Util | `52.0%` |
| Number of hold violations in the final report | `0` |
| Unrepaired setup endpoints after global routing | `no` |
| Average vias per placed instance | `5.99` |
| Async set-reset flop share out of synthesis | `16.7%` |
| Violation tally from detailed-route iteration zero | `436` |
| Total die area | `13800 um2` |
| Endpoint type of the worst setup path | `output port` |
| Wl on met1 | `8340 um` |
| Kind of critical path | `input port to output port` |
| Number of buffers created by CTS | `3` |
| Number of instances in the synthesized netlist | `742` |
| Weighted congestion reported at the end of routability-driven placement | `0.967` |
| I/O pin cnt | `30` |
| Transition time at the pin with the least slew margin | `0.816 ns` |
| # Cells Yosys | `742` |
| Type of the worst min-delay path | `register to register` |
| Number of different library cells in the post-synthesis netlist | `80` |
| Aggregate negative setup slack | `0 ns` |
| Syn_area_per_cell | `8.99 um2` |
| Post-cts resize count | `0` |
| Routed wire length | `18200 um` |
| Number of global-route vias before repair | `5011` |
| Critical Path, Cell by Cell | `clkdlybuf4s50_1, buf_4, or2b_1, o32a_1, o311ai_1, nor4_1, a31oi_2, buf_4, nor2_1, a21oi_1, ha_1, or3_1, o22a_1, and2_1, o32ai_1, clkdlybuf4s50_1` |
| Flip-flop cell with the highest count after synthesis | `sky130_fd_sc_hd__dlxtn_1` |
| Count of port buffers added during placement | `28` |
| Met3 WL | `1470 um` |
| Late-Pin Clk Latency | `0.25 ns` |
| Crit-path max FO | `22` |
| Cell at the slowest stage of the critical path | `sky130_fd_sc_hd__clkdlybuf4s50_1` |
| Worst clock skew on the final layout | `0.00275 ns` |
| First-pass DRT Iterations | `5` |
| First-pass GRT wire length | `28800 um` |
| Number of flops mapped to enable cells by yosys | `0` |
[area by class of cell]
cell class,instances,area (um2)
inverter,20,75.1
fill,1151,5850
clock buffer,3,75.1
multi-input combinational,459,2940
tap,172,215
timing repair buffer,49,438
sequential,192,3210
clock inverter,1,30.0
[state kept, by name, indices dropped and copies added, names as in the netlist]
signal / cells
clk_div.CLK10ms: 1
clk_div.count: 23
downflip.flip_out: 1
led_flag.alarm: 1
led_flag.empty_flag: 1
led_flag.full_flag: 1
rom.rom: 160
updowncount.pcount: 3
upflip.flip_out: 1
[placed cells by master (no fill, tap or decap), types with 3 or more instances in the layout]
cell type | netlist | layout
sky130_fd_sc_hd__nor3b_2 | 3 | 3
sky130_fd_sc_hd__nor2b_1 | 7 | 7
sky130_fd_sc_hd__dlxtn_1 | 160 | 160
sky130_fd_sc_hd__nor3_1 | 4 | 3
sky130_fd_sc_hd__a22oi_1 | 9 | 9
sky130_fd_sc_hd__dfrtp_1 | 31 | 30
sky130_fd_sc_hd__a21oi_1 | 18 | 18
sky130_fd_sc_hd__clkbuf_16 | 0 | 3
sky130_fd_sc_hd__clkdlybuf4s50_1 | 0 | 28
sky130_fd_sc_hd__o21ai_0 | 14 | 14
sky130_fd_sc_hd__a211oi_1 | 3 | 3
sky130_fd_sc_hd__inv_1 | 17 | 17
sky130_fd_sc_hd__ha_1 | 5 | 5
sky130_fd_sc_hd__o32ai_1 | 6 | 6
sky130_fd_sc_hd__nor4_1 | 8 | 8
sky130_fd_sc_hd__nand4_1 | 22 | 22
sky130_fd_sc_hd__o22ai_2 | 2 | 3
sky130_fd_sc_hd__xnor2_1 | 8 | 8
sky130_fd_sc_hd__mux2_2 | 3 | 3
sky130_fd_sc_hd__and2_1 | 9 | 9
sky130_fd_sc_hd__a32oi_1 | 6 | 6
sky130_fd_sc_hd__nand2b_1 | 7 | 7
sky130_fd_sc_hd__and3b_1 | 5 | 5
sky130_fd_sc_hd__o2111ai_1 | 4 | 4
sky130_fd_sc_hd__o22ai_1 | 7 | 6
sky130_fd_sc_hd__nor2_1 | 51 | 51
sky130_fd_sc_hd__xor2_1 | 14 | 14
sky130_fd_sc_hd__nand3b_1 | 4 | 4
sky130_fd_sc_hd__buf_4 | 28 | 21
sky130_fd_sc_hd__nor3b_1 | 3 | 3
sky130_fd_sc_hd__a31oi_1 | 5 | 5
sky130_fd_sc_hd__nand2_1 | 54 | 54
sky130_fd_sc_hd__o22a_1 | 3 | 3
sky130_fd_sc_hd__or3_1 | 3 | 3
sky130_fd_sc_hd__and3_1 | 16 | 16
sky130_fd_sc_hd__o211ai_1 | 3 | 3
sky130_fd_sc_hd__mux2i_1 | 21 | 21
sky130_fd_sc_hd__nand3_1 | 85 | 85
[worst paths after layout]
kind                                  start           endpoint  slack [ns]  cells after the start
hold / removal             clk_div.count[0]   clk_div.count[0]        0.49                      1
max in group asynchronous             reset   clk_div.count[6]        7.67                      3
setup / recovery                  tcount[1]       Segement2[3]        0.99                     16
setup reg to reg           clk_div.count[8]    clk_div.CLK10ms        7.77                      8
hold reg to reg            clk_div.count[0]   clk_div.count[0]        0.49                      1
min in group asynchronous             reset  clk_div.count[22]        2.15                      3
[layer usage]
metal	track usage [%]	vias up
li1	-	2558
met1	44.3	2582
met2	40.1	194
met3	6.92	31
met4	6.09	0
met5	0	-
[cells by family after synthesis]
| kind of cell | count (synthesis) | share of synthesized area [%] |
|---|---|---|
| simple gates | 298 | 23.7 |
| latches | 160 | 36.0 |
| compound gates | 105 | 11.7 |
| buf+inv | 91 | 8.18 |
| flops | 32 | 12.0 |
| mux | 26 | 4.05 |
| xor+xnor | 22 | 2.89 |
| fa+ha+maj | 7 | 1.39 |
| other cells | 1 | 0.0562 |
[metrics by stage]
step	setup WS, ns	cells	instance area (um2)	power [mW]	utilization [%]
after global placement	1.13	892	6870	0.221	53.6
after detailed placement	1.09	892	6870	0.221	53.6
after floorplan	2.04	742	6670	0.197	-
after CTS	1.09	896	6980	0.334	54.4
final	0.994	896	6980	0.330	54.4
after global routing	0.715	896	6980	0.346	54.4
[where the power goes]
part / total, mW / internal, mW / leakage (nW) / switching, mW
clock network: 0.110 / 0.0787 / 0.0511 / 0.0313
logic: 0.0861 / 0.0366 / 1.33 / 0.0495
registers: 0.134 / 0.127 / 1.69 / 0.00653
[synth_stat cells (all sizes together), types with 6 or more instances]
cell type	n	area, um2
inv	18	67.6
dlxtn	160	2400
mux2i	21	210
nand4	23	150
dfrtp	31	776
clkbuf	11	41.3
and2	9	56.3
nand2b	7	43.8
o22ai	9	68.8
nor4	8	50.1
nand3	85	425
nor2	51	191
a32oi	6	52.6
a31oi	7	56.3
nor2b	8	57.6
and3	16	100
xnor2	8	70.1
xor2	14	123
nand2	55	209
buf	60	429
nor3b	6	60.1
o32ai	7	68.8
a22oi	9	67.6
o21ai	15	75.1
a21oi	18	90.1
Power and IR drop assume default switching activity.
